$ cat design/flow/run.sh
#!/bin/bash
# OpenROAD 26Q1-2900-gdf79404cd8, Yosys 0.63+post, stock flow scripts
make -C /OpenROAD-flow-scripts/flow DESIGN_CONFIG=/design/flow/config.mk WORK_HOME=/design/flow/orfs finish
$ cat design/flow/config.mk
export PLATFORM = sky130hd
export DESIGN_NAME = reg2r1w32b8e
export DESIGN_NICKNAME = reg2r1w32b8e
export VERILOG_FILES = /design/flow/design.v
export SDC_FILE = /design/flow/constraint.sdc
export NUM_CORES = 4
export LEC_CHECK = 1
export CORE_UTILIZATION = 50
$ cat design/flow/constraint.sdc
current_design reg2r1w32b8e

set clk_period 7.6
set clk_io_pct 0.2

create_clock -name clk0 -period $clk_period [get_ports {clk}]

set non_clock_inputs [all_inputs -no_clocks]
set_input_delay [expr $clk_period * $clk_io_pct] -clock clk0 $non_clock_inputs
set_output_delay [expr $clk_period * $clk_io_pct] -clock clk0 [all_outputs]
$ cat design/flow/design.v
module  reg2r1w32b8e(ra1, ra2, wa, rd1, rd2, wd, we, clk, n_rst);
  input  [ 2:0] ra1, ra2, wa;  
  output [31:0] rd1, rd2;      
  input  [31:0] wd;            
  input  we;                   
  input  clk, n_rst;           
  integer i;
  reg [31:0] rf [0:7];         
  always @(posedge clk  or  negedge n_rst) begin
    if (n_rst == 0) begin
      for (i = 0; i < 8; i = i + 1)
        rf[i] <= 0;
      rf[0] <= 1;
      rf[1] <= 2;
    end else if (we == 1) 
        rf[wa] <= wd;          
  end
  assign  rd1 = rf[ra1];       
  assign  rd2 = rf[ra2];       
endmodule
==> results_dict.tcl <==
# collected from the flow reports
set metrics [dict create \
    drt_iter0_markers 652 \
    endpoint_kind "output pin" \
    slowest_stage "or3_2" \
    status "complete, no violations" \
    vias 9810 \
    fin_worst_skew_ns 0 \
    antenna_found_initial 1 \
    synth_stat.cells 1115 \
    synth_cells 1115 \
    cp_common_cell "buf_4" \
    chipArea_sq_um 28200 \
    cts-root-buf "clkbuf_16" \
    leakagePower_nw 6.75 \
    fp.dieW_um 168 \
    cts_resized 0 \
    maxSlewHeadroom_pct 46.0 \
    critPathKind "primary input to output pin" \
    io_buffers 107 \
    wl_mm 39.8 \
    syn_area_sq_um 13800 \
    grt_pass1_wl_mm 61.6 \
    design.portCount 108 \
    routed_via_density 6.32 \
    worst_slew_pin_slew_ns 0.809 \
    critPathBufInv 4 \
    grtUsageTotal_pct 30.3 \
    core_sq_um 27000 \
    cts.sinks 256 \
    drv_slew 0 \
    dp_hpwl_mm 22.8 \
    grt_max_degree 57 \
    yosysUniqueCellTypes 43 \
    avgSynthCellArea_sq_um 12.3 \
    crit_fanout 31 \
    warnings 25 \
    setup_slack_ns 1.99 \
    crit_chain "buf_4 > buf_4 > or3_2 > buf_4 > o32a_1 > clkdlybuf4s50_1" \
    dieHeight_um 168 \
    clock_path_buffers 3 \
    yosys_area_sq_um 13800 \
    critical_path_required_ns 6.08 \
    power.density_nw_per_um2 271 \
    holdWs_ns 0.488 \
    hold_class "flip-flop to flip-flop" \
    cts_tree "done" \
    crit_arrival_ns 4.09 \
    drc_errors 0 \
    yosysWarnings 2 \
    cts_setup_buffers 0 \
    peakVddDrop_mv 0.158 \
    seq_area_frac_synth_pct 46.6 \
    fin_crit_sh_pct 73.8 \
    hold_buffers 0 \
    crit_path_max_incr_delay_ns 0.50 \
    cap_violations 0 \
    lay_top_cells "mux2_2 (258), dfrtp_1 (254), mux2i_1 (111)" \
    rsz0062_at_grt "false" \
    lay_top_count "mux2_2" \
    drive_gt1_share_pct 29.6 \
    area_growth_pct 16.0 \
    clk_latency_ns 0.55 \
    cts-buffers-inserted 30 \
    ant_nets 0 \
    grt_overflow 0 \
    drt_first_pass_iters 5 \
    grt_use_met1_pct 47.8 \
    reg.largest.list "rf (256)" \
    finalSetupViolCount 0 \
    cts_max_level 1 \
    regMostFlops "rf" \
    largest_reg_flops 256 \
    grt-busiest-layer "met1" \
    num_rows 60 \
    gp_congestion 0.844 \
    met3_usage_pct 6.06 \
    avgRoutedWirePerCell_um 25.6 \
    fp_util_pct 51.0 \
    min_period_ns 5.61 \
    yosys_register_bits 256 \
    crit_family "buffers and inverters" \
    clk_pin_slew_ns 0.06 \
    grt_pass1_vias 9852 \
    start_kind "primary input" \
    hold_viol 0 \
    dp_slack_ns 2.02 \
    tns_ns 0 \
    met2_usage_pct 45.2 \
    fmax_mhz 178 \
]
## metal layers
metal	vias up	share of wire, %	wire (um)
met4	0	2.6	1040
met2	329	45	18100
li1	4372	-	-
met1	5040	45	18100
met5	-	0	0
met3	69	6.6	2620
## cells by family after synthesis
| family | share of synthesized area, % |
|---|---|
| multiplexers | 31.2 |
| flip-flops | 46.6 |
| AND-OR/OR-AND | 11.8 |
| buffers and inverters | 5.15 |
| AND/OR/NAND/NOR | 5.18 |
## layout make-up
class	instances	area (sq um)
clock inverter	3	65.1
multi-input combinational	726	6660
fill	2145	11000
sequential	256	6410
inverter	37	139
timing repair buffer	140	1300
antenna	1	2.50
clock buffer	49	953
tap	341	427
## Yosys cell counts, drive strengths merged
master,count,area [sq um]
mux2,281,3160
dfrtp,254,6360
mux2i,111,1110
buf,74,485
a221oi,37,324
inv,37,139
o22a,36,315
o22ai,36,225
nand2b,33,214
nor2,30,115
a21oi,28,140
nor3b,28,233
a22oi,25,188
a31oi,25,156
a32oi,25,219
clkbuf,22,83.8
nand2,7,28.8
nor2b,5,31.3
nand4b,3,26.3
dfstp,2,52.6
nor3,2,26.3
o32a,2,20.0
or3,2,12.5
a211o,1,8.76
a211oi,1,7.51
a22o,1,8.76
and2,1,6.26
and3b,1,8.76
mux4,1,22.5
nand3,1,5.00
nand4,1,6.26
o2bb2ai,1,8.76
o32ai,1,8.76
## worst paths after layout
path	from	end	slack, ns	cells after the start
hold reg to reg	rf[2][21]$_DFFE_PN0P_	rf[2][21]$_DFFE_PN0P_	0.49	1
max in group asynchronous	n_rst	rf[0][1]$_DFFE_PN0P_	4.93	3
min in group asynchronous	n_rst	rf[6][12]$_DFFE_PN0P_	0.88	1
hold / removal	rf[2][21]$_DFFE_PN0P_	rf[2][21]$_DFFE_PN0P_	0.49	1
setup / recovery	ra1[1]	rd1[31]	1.99	6
setup reg to reg	rf[2][6]$_DFFE_PN0P_	rf[2][6]$_DFFE_PN0P_	6.78	1
## metrics by stage
step                cells  instance area, sq um  utilization (%)  total power, mW
finish               1553                 16000             59.2             4.32
global route         1552                 16000             59.2             4.53
CTS                  1552                 16000             59.2             4.35
detailed placement   1500                 14900             55.4             2.86
global placement     1500                 14900             55.4             2.85
floorplan            1115                 13800                -             2.46
## report_power, final
group / total (mW) / leakage [nW] / internal, mW / switching (mW)
clock network: 1.47 / 0.502 / 0.912 / 0.563
registers: 1.89 / 3.07 / 1.67 / 0.223
logic: 0.955 / 3.18 / 0.575 / 0.381
total: 4.32 / 6.75 / 3.15 / 1.17
Power is estimated from default activity; no workload was simulated.

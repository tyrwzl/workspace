## /design/flow/design.v

```verilog
module reg1r1w32b1e(rd, wd, we, clk, n_rst);
  output [31:0] rd; 
  input  [31:0] wd;
  input we;
  input  clk, n_rst;
  reg [31:0] rf;
  always @(posedge clk or negedge n_rst) begin
    if (n_rst == 0)
      rf <= 0;
    else if (we == 1)
      rf <= wd;
  end
  assign rd = rf;
endmodule
```

## /design/flow/run.sh

```bash
#!/bin/bash
# OpenROAD 26Q1-2900-gdf79404cd8, Yosys 0.63+post, stock flow scripts
make -C /OpenROAD-flow-scripts/flow DESIGN_CONFIG=/design/flow/config.mk WORK_HOME=/design/flow/orfs finish
```

## /design/flow/config.mk

```make
export PLATFORM = sky130hd
export DESIGN_NAME = reg1r1w32b1e
export DESIGN_NICKNAME = reg1r1w32b1e
export VERILOG_FILES = /design/flow/design.v
export SDC_FILE = /design/flow/constraint.sdc
export NUM_CORES = 4
export LEC_CHECK = 1
export CORE_UTILIZATION = 30
```

## /design/flow/constraint.sdc

```tcl
current_design reg1r1w32b1e

set clk_period 1.5
set clk_io_pct 0.2

create_clock -name clk0 -period $clk_period [get_ports {clk}]

set non_clock_inputs [all_inputs -no_clocks]
set_input_delay [expr $clk_period * $clk_io_pct] -clock clk0 $non_clock_inputs
set_output_delay [expr $clk_period * $clk_io_pct] -clock clk0 [all_outputs]
```

==> results.py <==
# Synthesis and PnR figures
metrics = {
    "critical_path": {
        "r2r-end": "rf[17]",
        "crit_path_max_fanout": 2,
        "r2r-start": "rf[17]",
        "critPathSlowestCell": "clkdlybuf4s50_1",
        "cp-endpoint": "rd[9]",
        "cp_slowest_stage_delay_ps": 480,
        "crit_start": "rf[9]",
        "reg2reg_setup_slack_ps": 720,
        "critPathKind": "reg2out",
        "cp-start-kind": "flop",
        "path_delay_family": "buffers and inverters",
        "cp_cell_sequence": "clkdlybuf4s50_1",
        "cp.arrival_ps": 1120,
        "r2r_cells": 1,
        "cp_num_buf_inv": 1,
        "required_ps": 1200,
        "path_depth": 1,
        "end_kind": "output pin",
    },
    "yosys": {
        "synthCells": 68,
        "synth_cell_types": 5,
        "synthAoiAreaFrac_pct": 0,
        "ys_seq_share_pct": 59.5,
        "ys_sh_mux_pct": 35.2,
        "synth.top_cells.by_count": "32 x dfrtp_1, 30 x mux2_4, 3 x buf_12",
        "ys_chip_area_um2": 1350,
        "topCellsByArea": "dfrtp_1 60%, mux2_4 33%, buf_12 4.5%",
        "edf_count": 0,
        "ys.flops": 32,
        "synth_area_um2": 1350,
        "logic_family": "multiplexers",
        "ys_cells": 68,
        "adder_share_pct": 0,
        "synth_top_flop_cell": "dfrtp_1",
        "ys_async_sr_fraction_pct": 100,
        "synth.most_common_cell": "dfrtp_1",
        "xor_share_pct": 0,
        "largest_area_cell": "dfrtp_1",
        "ys_sh_simple_pct": 0,
        "yosysWarningCount": 1,
        "synth.avg_cell_area_um2": 19.8,
        "top_cell_area_share_pct": 59.5,
    },
    "die": {
        "fp_util_pct": 32.5,
        "rows": 23,
        "ios": 67,
        "die-width_um": 69.0,
        "core-area_um2": 4140,
        "die_h_um": 69.0,
        "die_area_um2": 4760,
    },
    "sta": {
        "worst_pin_slew_ps": 236,
        "fin_ws_ps": 78.9,
        "finalClockPeriodUsage_pct": 94.7,
        "drv_slew": 0,
        "setup_viol": 0,
        "timing.hold.ws_ps": 387,
        "finalHoldViolCount": 0,
        "fin_setup_tns_ps": 0,
        "fmax_mhz": 704,
        "fin_skew_ps": 0,
        "rsz0062_at_grt": "no",
        "min_period_ps": 1420,
        "slew_headroom_pct": 84.3,
    },
    "placed_design": {
        "numPortBuffers": 66,
        "dp_slack_ps": 361,
        "gp_congestion": 0.704,
    },
    "layout": {
        "regMostFlops": "rf",
        "comb_area_um2": 473,
        "largest_register_ffs": 32,
        "fillers": 360,
        "reg_top3": "rf x32",
        "seq_area_um2": 801,
        "drive_above_1_share_pct": 30.2,
        "post-route-util_pct": 51.4,
        "synthToLayoutAreaGrowth_pct": 58.2,
    },
    "detailed_routing": {
        "drt_iter0_drc": 34,
        "first_pass_iters": 4,
        "post_drt_wl_per_cell_um": 13.1,
        "via_per_inst": 4.25,
        "ant_nets": 0,
        "vias": 803,
        "drc": 0,
        "antenna_cells": 0,
        "wl_mm": 2.48,
    },
    "clocking": {
        "root_buffer": "clkbuf_8",
        "clk_path_buf_depth": 2,
        "clk_latency_ps": 270,
        "cts_buffers": 5,
        "cts_resized": 0,
        "clock-sinks": 32,
        "cts_hold_buffers": 0,
        "htree_num_levels": 2,
        "cts_tree": "built",
        "clk_pin_slew_ps": 60,
        "postCtsSetupBuffers": 0,
    },
    "pwr": {
        "power_frac_seq_pct": 47.3,
        "power_density_nw_per_um2": 993,
        "switching_share_pct": 19.4,
        "leakage_nw": 0.955,
        "power.switching_mw": 0.409,
        "pwr-share-comb_pct": 20.2,
        "p_clk_share_pct": 32.5,
        "power.internal_mw": 1.70,
        "vdd_drop_max_v": 0.000545,
    },
    "hold_path": {
        "hold_path_class": "in2async",
    },
    "run": {
        "tool_warnings": 25,
        "max_cap_violations": 0,
    },
    "global_routing": {
        "grt_pass1_vias": 866,
        "grt_max_degree": 33,
        "antenna_found_initial": 0,
        "grt-ovfl-total": 0,
        "grtUsageTotal_pct": 11.4,
        "grt_pass1_wl_mm": 3.91,
    },
    "outcome": {
        "outcome": "finished clean",
    },
}
==> per-stage QoR <==
| stage | instances | power [mW] | area, um^2 |
|---|---|---|---|
| global route | 189 | 2.24 | 2130 |
| CTS | 189 | 2.15 | 2130 |
| global placement | 182 | 1.44 | 2030 |
| floorplan | 68 | 1.16 | 1350 |
| finish | 189 | 2.11 | 2130 |
| detailed placement | 182 | 1.45 | 2030 |
==> cell families (layout without fill, tap and decap cells) <==
| logic type | count (synthesis) | after routing |
|---|---|---|
| flops | 32 | 32 |
| buf+inv | 4 | 75 |
| mux | 32 | 32 |
==> power by group through the flow <==
stage	registers, mW	clock network [mW]	logic [mW]
after CTS	1.00	0.719	0.435
after global routing	1.01	0.760	0.466
final	1.00	0.686	0.427
==> placed cells by master, fill, tap and decap left out <==
| cell type | synthesis | routed |
|---|---|---|
| buf_12 | 3 | 2 |
| buf_2 | 0 | 1 |
| clkbuf_8 | 0 | 7 |
| clkdlybuf4s50_1 | 0 | 65 |
| dfrtp_1 | 32 | 32 |
| mux2_2 | 2 | 2 |
| mux2_4 | 30 | 30 |
==> cell type report <==
type	count	area share, %
well taps	50	2.94
repair buffers	68	32.7
flip-flops and latches	32	37.6
multi-input cells	32	22.2
clock buffers	7	4.53
==> how the worst min path moves through the flow <==
stage                  from  endpoint  slack (ps)
after CTS             n_rst    rf[25]         390
final                 n_rst    rf[25]         390
after global routing  n_rst    rf[25]         390
==> per-layer routing <==
metal  GRT usage, %  vias to the layer above  routed length (um)
met4           2.55                        0                  61
met1           16.9                      379                1070
met2           16.6                       44                1080
li1               -                      373                   -
met5              0                        -                   0
met3           3.67                        7                 262
Power is estimated from default activity; no workload was simulated.
